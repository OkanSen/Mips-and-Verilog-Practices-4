`./constraint.sdc`:
```
current_design alu

set clk_period 16.9
set clk_io_pct 0.2

create_clock -name clk0 -period $clk_period

set non_clock_inputs [all_inputs -no_clocks]
set_input_delay [expr $clk_period * $clk_io_pct] -clock clk0 $non_clock_inputs
set_output_delay [expr $clk_period * $clk_io_pct] -clock clk0 [all_outputs]
```
`./run.sh`:
```
#!/bin/bash
# OpenROAD 26Q1-2900-gdf79404cd8, Yosys 0.63+post, stock flow scripts
make -C /OpenROAD-flow-scripts/flow DESIGN_CONFIG=/design/flow/config.mk WORK_HOME=/design/flow/orfs finish
```
`./design.v`:
```
`timescale 1ns / 1ps
module alu(input  logic [31:0] a, b, 
           input  logic [2:0]  alucont, 
           output logic [31:0] result,
           output logic zero,
	       output logic bgres);
	always_comb
    begin
		case (alucont)
            3'b010: result = a + b;  
            3'b110: result = a - b;  
            3'b000: result = a & b;  
            3'b001: result = a | b;  
            3'b111: result = a < b ? 32'b1: 32'b0;  
            3'b100: result = a < b ? 32'b0: 32'b1;  
            default: result = 0;
		endcase
    end
	assign zero = (result == 0);
	assign bgres = (result);
endmodule
```
`./config.mk`:
```
export PLATFORM = sky130hd
export DESIGN_NAME = alu
export DESIGN_NICKNAME = alu
export VERILOG_FILES = /design/flow/design.v
export SDC_FILE = /design/flow/constraint.sdc
export NUM_CORES = 4
export LEC_CHECK = 1
export CORE_UTILIZATION = 50
```
==> flow_summary.ini <==
; flow metrics
[worst_setup_path]
cp_startpoint_kind = input pin
critical_path_arrival_ps = 9000
worst_path_dominant_cell_family = buffers and inverters
data_required_time_of_the_worst_path_ps = 13520
crit_path_top_delay_cell = a2111oi_0
timing.critical_path.cells = clkdlybuf4s50_1 > buf_4 > inv_1 > nand2_1 > buf_4 > o311ai_1 > or4_1 > or4_1 > a2111oi_0 > o2111ai_1 > nor4_1 > nand4bb_1 > nor4_2 > clkdlybuf4s50_1
critPathBufInv = 5
critical_path.max_fanout = 51
cpPeakStageDelay_ps = 680
critical_path_class = in -> out
endpoint_kind = primary output

[global_routing]
globalRouteOverflowTotal = 0
maximum_number_of_pins_on_one_net_before_global_route_repair = 57
track_usage = 0.322
initial_antenna_violation_count = 0
first_pass_grt_wire_length_um = 28100
grt_pass1_vias = 5525

[route]
drt_pass1_iterations = 5
detailed_route_wire_length_on_metal_1_um = 7880
avgViaCountPerCell = 6.22
num_vias = 6131
drc = 0
met3_wirelength_um = 1610
wire_per_inst_um = 17.7
antenna_violating_nets_post_route = 0
first_iter_violations = 481
wl_met2_um = 7410
detail_route.wirelength_um = 17500
dr.max_layer_used = met4

[pwr]
ir_drop_uv = 19.6
proportion_of_power_drawn_by_the_clock_network = 0
relative_contribution_of_sequential_cells_to_total_power = 0
report.power.total_w = 0.000209
p_int_w = 0.0000908
power_per_cell_area_nw_per_um2 = 33.7
power.static_leakage_nw = 2.83
switching_power_as_a_share_of_total_power = 0.565
power.share.combinational = 1.000
net-switching-power_w = 0.000118

[floorplanning]
rows = 36
die_width_um = 104
die_y_um = 104
floorplanUtilization = 0.521
coreArea_um2 = 9910
fp.dieArea_um2 = 10700
io_pins = 101

[outcome]
outcome = finished, final reports clean

[final_timing]
finalSetupViolations = 0
slew_headroom = 0.401
layout_min_cycle_time_ps = 12380
timing_worst_slew_pin_value_ps = 891
rsz0062_at_grt = no
totalNegativeSetupSlack_ps = 0
finalHoldViolCount = 0
finalClockPeriodUsage = 0.732
fmax_mhz = 80.8
count_of_pins_over_their_slew_limit = 0

[placement]
place.detailed.hpwl_um = 14000
place_congestion = 1.04
numPlacedInstances = 984
buffer_ports.inserted = 101

[final_layout]
logic_area_um2 = 4610
register_area_um2 = 0
num-clock-buffers = 0
areaGrowthSynthToFinish_pct = 20.1
seq_cell_count = 0
finalNonFillerCells = 985
final_layout_size_suffix_gt1_frac = 0.0294
fill_cells = 894

[synthesis]
netlist_instances = 787
synthesis.yosys.warnings = 1
synth_stat.cells = 787
top_cells_by_area = ha_1 24%, inv_1 7.2%, a21oi_1 6.7%
top_cell_area_share = 0.245
most_common_cell = ha_1
synth_area_um2 = 5160
ranking_of_synthesized_cells_by_instance_count = 101 x ha_1, 99 x inv_1, 73 x nand2_1, 70 x nor2_1, 69 x a21oi_1
netlist.top_cell.by_area = ha_1
yosysUniqueCellTypes = 72
syn_avg_cell_area_um2 = 6.56
ys_area_um2 = 5160
synth-seq-area-share = 0

[clocking]
hold_fix_buffers_at_cts = 0
ctsResizeCount = 0
number_of_buffers_inserted_by_post_cts_setup_repair = 0

[worst_hold_path]
hp-start = b[2]
hold_path_class = in -> out
hold_path_depth = 5
whs_endpoint = result[2]

[job]
tool_warnings = 102
maxCapViolations = 0
how the worst max path moves through the flow:
stage | startpoint | to | slack [ps] | depth (start not counted)
finish | alucont[0] | zero | 4520 | 14
global route | alucont[0] | zero | 4380 | 14
CTS | alucont[0] | zero | 4620 | 14
metal layers:
metal | vias to the layer above | GRT usage
met2 | 350 | 0.507
met3 | 55 | 0.0417
li1 | 2983 | -
met4 | 0 | 0.0787
met5 | - | 0
met1 | 2743 | 0.465
kinds of logic after synthesis:
group                    count (synthesis)  share of synthesized area
AND/OR/NAND/NOR                        235                      0.216
XOR/XNOR                                19                     0.0322
AND-OR/OR-AND                          277                      0.370
adder cells (fa/ha/maj)                103                      0.253
buffers and inverters                  142                      0.108
multiplexers                            11                     0.0218
layout make-up:
cell class / instances / share of cell area
Antenna cell: 1 / 0.000404
Timing Repair Buffer: 107 / 0.170
Multi-Input combinational cell: 645 / 0.743
Tap cell: 133 / 0.0268
Inverter: 99 / 0.0600
layout by cell type, fill, tap and decap left out, types with 18 or more instances in the layout:
master | netlist | layout
nor3_1 | 20 | 20
o21ai_0 | 42 | 42
clkdlybuf4s50_1 | 0 | 100
inv_1 | 99 | 99
a21o_1 | 18 | 18
a21oi_1 | 69 | 69
nor2_1 | 70 | 70
nand2_1 | 73 | 73
a211oi_1 | 20 | 20
ha_1 | 101 | 101
power by group through the flow:
stage         Combinational, W  Sequential (W)         Clock, W
CTS                   0.000205               0                0
global route          0.000227               0                0
finish                0.000209               0  0.0000000000305
through the flow:
| stage | util | setup WS (ps) | instance area [µm²] | hold slack, ps |
|---|---|---|---|---|
| detailed placement | 0.625 | 4650 | 6200 | 7930 |
| finish | 0.626 | 4520 | 6200 | 7930 |
| CTS | 0.625 | 4620 | 6200 | 7930 |
| floorplan | - | 7100 | 5160 | 6990 |
| global route | 0.625 | 4380 | 6200 | 7960 |
| global placement | 0.625 | 4620 | 6200 | 7920 |
No activity file was given, so power comes from the tool's default toggle rates.
